==> design.v <==
module vm8bit(input [7:0]a,b,output [15:0]z);
  wire [31:0] s;
  wire c1,c2,c3,ca,c;
  wire [7:0] s1;
  wire [7:0]sp;
  vm4bit v1(a[3:0],b[3:0],s[7:0]); 
  vm4bit v2(a[3:0],b[7:4],s[15:8]);
  vm4bit v3(a[7:4],b[3:0],s[23:16]);
  vm4bit v4(a[7:4],b[7:4],s[31:24]);
  rca8 a1(s[15:8],s[23:16],1'b0,s1[7:0],c1);                     
  rca8 a2(s1[7:0],{1'b0,1'b0,1'b0,1'b0,s[7:4]},1'b0,sp[7:0],c2);
  rca8 a3(s[31:24],{1'b0,1'b0,1'b0,1'b0,sp[7:4]},c1,z[15:8],c3);
  assign z[3:0]=s[3:0];
  assign z[7:4]=sp[3:0];
endmodule
module vm4bit(input [3:0]a,b,output [7:0]z);
  wire [15:0] s;
  wire c1,c2,c3,ca,c;
  wire [3:0] s1;
  wire [3:0]sp;
  vm2bit v1(a[1:0],b[1:0],s[3:0]); 
  vm2bit v2(a[1:0],b[3:2],s[7:4]);
  vm2bit v3(a[3:2],b[1:0],s[11:8]);
  vm2bit v4(a[3:2],b[3:2],s[15:12]);
  rca4 a1(s[11:8],s[7:4],1'b0,s1[3:0],c1);                     
  rca4 a2(s1[3:0],{1'b0,1'b0,s[3],s[2]},1'b0,sp[3:0],c2);
  or(ca,c1,c2);
  rca4 a3(s[15:12],{ca,1'b0,sp[3],sp[2]},1'b0,z[7:4],c3);
  assign z[1:0]=s[1:0];
  assign z[3:2]=sp[1:0];
endmodule
module vm2bit(input [1:0]a,b,output [3:0]z);
  reg p[1:0][1:0];
  wire [1:0] s,c;
  integer i,j;
  always @(a,b)
  begin
    for(i=0;i<2;i=i+1) 
      for(j=0;j<2;j=j+1)
        p[j][i] = a[j] & b[i];
  end 
  ha h1(p[0][1],p[1][0],s[0],c[0]);
  ha h2(c[0],p[1][1],s[1],c[1]);
  assign z[0]=p[0][0];
  assign z[1]=s[0];
  assign z[2]=s[1];
  assign z[3]=c[1];
endmodule 
module rca8(input [7:0] a,b,input cin,output [7:0] s,output cout);
  wire c1;
  rca4 a1(a[3:0],b[3:0],cin,s[3:0],c1);
  rca4 a2(a[7:4],b[7:4],c1,s[7:4],cout);
endmodule
module rca4(input [3:0]a,b,input cin,output [3:0]s,output cout);
  wire c1,c2,c3;
  fa f1(a[0],b[0],cin,s[0],c1);
  fa f2(a[1],b[1],c1,s[1],c2);
  fa f3(a[2],b[2],c2,s[2],c3);
  fa f4(a[3],b[3],c3,s[3],cout);
endmodule 
module fa(input a,b,cin,output sum,carry);
  assign sum = a ^ b ^ cin;
  assign carry = (a & b) | (b & cin) | (cin & a);
endmodule 
module ha(input a,b,output sum,carry);
  assign sum = a ^ b;
  assign carry = a & b;
endmodule 
==> run.sh <==
#!/bin/bash
# OpenROAD 26Q1-2900-gdf79404cd8, Yosys 0.63+post, stock flow scripts
make -C /OpenROAD-flow-scripts/flow DESIGN_CONFIG=/design/flow/config.mk WORK_HOME=/design/flow/orfs finish
==> config.mk <==
export PLATFORM = sky130hd
export DESIGN_NAME = vm8bit
export DESIGN_NICKNAME = vm8bit
export VERILOG_FILES = /design/flow/design.v
export SDC_FILE = /design/flow/constraint.sdc
export NUM_CORES = 4
export LEC_CHECK = 1
export CORE_UTILIZATION = 40
==> constraint.sdc <==
current_design vm8bit

set clk_period 13.7
set clk_io_pct 0.2

create_clock -name clk0 -period $clk_period

set non_clock_inputs [all_inputs -no_clocks]
set_input_delay [expr $clk_period * $clk_io_pct] -clock clk0 $non_clock_inputs
set_output_delay [expr $clk_period * $clk_io_pct] -clock clk0 [all_outputs]
==> run notes <==
Reports from this run.

- The register area share after synthesis is 0.
- The report lists the number of cells resized after CTS as 0.
- The number of cells in the yosys synthesis report reads 230.
- The number of iterations in the first detailed-routing pass reads 4.
- The overall via count from detail_route is 1439.
- The most common cell in the netlist reads sky130_fd_sc_hd__ha_1.
- The count of nets left with antenna violations once routing finished came out at 0.
- The number of antenna diodes in the final layout is 0.
- For this run, the top clock speed supported by timing is 77.4 MHz.
- The share of layout cells above drive strength 1 is 0.00407.
- The synthesized netlist handed to floorplanning was reported with a cell count of 230.
- The remaining global-route overflow is 0.
- The critical path in this run is classified as input port to primary output.
- The die width is 77.2 µm.
- The cell area that synthesis handed to floorplanning was 0.00226 mm².
- The number of setup violations in the final report reads 0.
- The congestion estimate from routability-driven global placement came to 0.790.
- The number of I/O pins is 32.
- The first global-routing pass estimated 6.64 mm of wire.
- Of the post-synthesis cell area, the dominant cell type holds 0.354.
- The hold violation count in the final report is 0.
- The number of design-rule violations left by the first detailed-router iteration is 12.
- The endpoint class of the critical path reads a primary output.
- The final sum of negative setup slack reads 0 ns.
- The worst max-slew margin expressed relative to the limit reads 0.793.
- The max-cap violation count is 0.
- Per the timing report, the biggest fanout along the worst path comes to 8.
- The number of clock buffer instances in the layout reads 0.
- The kind of start point of the critical path reads an input port.
- The number of library cell types mapped by synthesis reads 11.
- The all-layer global routing usage reads 0.147.
- In the finished design the tool counted flip-flops and latches totalling 0.
- For this design the ratio of total power to cell area is 92.4 mW/mm².
- The worst path setup slack after routing reads 0.783 ns.
- Averaged over all synthesized cells, the footprint is 9.84 µm².
- The OpenROAD warning count is 32.
- For this sky-water flow run, the detailed-routed wirelength per cell is reported as 11.8 µm.
- By count the netlist is led by 64 x sky130_fd_sc_hd__ha_1, 63 x sky130_fd_sc_hd__and2_1, 39 x sky130_fd_sc_hd__inv_1, 34 x sky130_fd_sc_hd__fa_1, 16 x sky130_fd_sc_hd__buf_4.
- The vias per cell is 4.53.
- The leakage power in the latest report is 1.38 nW.
- After routing the design area is 0.00255 mm².
- The setup fix buffers added after clock tree synthesis is 0.
- The placement stage leaves a total instance area of 0.00255 mm².
- The Yosys warning count reads 3.
- The final critical delay including setup and external delays is 12.92 ns.
- The class of the tightest hold or removal check is input port to primary output.
- The placeable core area reads 0.00547 mm².
- The area of the synthesized netlist per yosys stat is 0.00226 mm².
- The maximum number of pins on one net before global-route repair reads 9.
- The total of buffers placed on input and output ports reads 32.
- The peak supply drop reads 0.156 mV.
- The data arrival time of the critical path is 10.18 ns.
- The via count of the first global-routing pass reads 1383.
- The count of unresolved DRC violations after routing is 0.
- At the worst endpoint, the required time is 10.96 ns.
- The placed wire-length estimate after detailed placement reads 3.37 mm.
- Setup slack on the worst path after placement came out at 0.685 ns.
- The final period utilization reads 0.943.
- According to the floorplan log, the row count is 27.
- The total wire length after detailed routing is 3.76 mm.
- The y dimension of the die reads 77.2 µm.
- The overall chip area is 0.00596 mm².
- The sequential cell area reads 0 µm².
- The quantity of hold-fixing buffers added after cts reads 0.
- Setup repair after global routing left no endpoint under its margin.
- For reference, the final report shows the max-slew violation count at 0.
- By area the synthesized netlist is led by sky130_fd_sc_hd__ha_1 35%, sky130_fd_sc_hd__fa_1 30%, sky130_fd_sc_hd__and2_1 17%, sky130_fd_sc_hd__inv_1 6.5%, sky130_fd_sc_hd__buf_4 5.3%.
- The initial antenna violation count came to 0.
- The area growth from synthesis to final layout is 12.8%.
- The starting utilization of the core area is 0.414.
- At the pin with the least slew margin, the transition time is 0.309 ns.
- The flow ran to the end, and the final reports show no timing, DRC or antenna violations.
- The cell accounting for the most synthesized area reads sky130_fd_sc_hd__ha_1.
-- worst paths after layout --
kind              slack, ns  start  depth (start not counted)    end
setup / recovery       0.78   a[2]                         28  z[15]
hold / removal         6.60   b[0]                          3   z[0]
-- routing by layer --
metal | up-vias | routed length (µm) | global-route usage | part of all wire
li1 | 735 | - | - | -
met1 | 671 | 1810 | 0.236 | 0.48
met2 | 33 | 1720 | 0.223 | 0.46
met3 | 0 | 224 | 0.0302 | 0.060
met4 | 0 | 0 | 0 | 0
met5 | - | 0 | 0 | 0
-- cell usage in the layout, fill, tap and decap left out, drive strengths merged --
master / instances
nand2b: 1
xor2: 1
nand2: 1
ha: 64
clkdlybuf4s50: 32
xnor2: 7
xnor3: 1
and2: 63
nor2: 3
fa: 34
inv: 39
-- cells by family after synthesis --
kind of cell               synth area share
and+or+nand+nor                       0.187
xor gates and xnor gates             0.0409
adders and majority gates             0.655
buffers and inverters                 0.118
-- area by class of cell --
type / instances / area [µm²]
Fill cell: 560 / 2920
Timing Repair Buffer: 32 / 320
Multi-Input combinational cell: 175 / 2000
Inverter: 39 / 146
Tap cell: 72 / 90.1
-- worst max-delay path: stages --
cell and delay, ns:
sky130_fd_sc_hd__clkdlybuf4s50_1 0.57, sky130_fd_sc_hd__and2_1 0.22, sky130_fd_sc_hd__ha_1 0.27, sky130_fd_sc_hd__inv_1 0.05
sky130_fd_sc_hd__fa_1 0.43, sky130_fd_sc_hd__fa_1 0.37, sky130_fd_sc_hd__inv_1 0.07, sky130_fd_sc_hd__fa_1 0.41
sky130_fd_sc_hd__ha_1 0.29, sky130_fd_sc_hd__inv_1 0.05, sky130_fd_sc_hd__fa_1 0.49, sky130_fd_sc_hd__inv_1 0.05
sky130_fd_sc_hd__fa_1 0.40, sky130_fd_sc_hd__fa_1 0.38, sky130_fd_sc_hd__fa_1 0.38, sky130_fd_sc_hd__ha_1 0.28
sky130_fd_sc_hd__inv_1 0.07, sky130_fd_sc_hd__fa_1 0.15, sky130_fd_sc_hd__inv_1 0.04, sky130_fd_sc_hd__fa_1 0.37
sky130_fd_sc_hd__fa_1 0.38, sky130_fd_sc_hd__fa_1 0.37, sky130_fd_sc_hd__ha_1 0.19, sky130_fd_sc_hd__ha_1 0.18
sky130_fd_sc_hd__ha_1 0.19, sky130_fd_sc_hd__xnor2_1 0.17, sky130_fd_sc_hd__xnor3_1 0.22, sky130_fd_sc_hd__clkdlybuf4s50_1 0.40
-- stage by stage --
stage | utilization | power, mW | std cells | hold WS [ns]
detailed placement | 0.467 | 0.239 | 318 | 6.61
global route | 0.467 | 0.274 | 318 | 6.65
CTS | 0.467 | 0.244 | 318 | 6.62
global placement | 0.467 | 0.242 | 318 | 6.61
finish | 0.467 | 0.236 | 318 | 6.60
floorplan | - | 0.170 | 230 | 5.66
-- power by group --
part | internal [mW] | leakage (nW) | switching [mW]
sequential | 0 | 0 | 0
clock | 0 | 0 | 0
combinational | 0.151 | 1.38 | 0.0853
total | 0.151 | 1.38 | 0.0853
Power figures rest on the tool's default switching activity, not on a simulated workload.
