[./constraint.sdc]
current_design boothmul

set clk_period 9.1
set clk_io_pct 0.2

create_clock -name clk0 -period $clk_period

set non_clock_inputs [all_inputs -no_clocks]
set_input_delay [expr $clk_period * $clk_io_pct] -clock clk0 $non_clock_inputs
set_output_delay [expr $clk_period * $clk_io_pct] -clock clk0 [all_outputs]
[./design.v]
module boothmul(ac,m,q);
output reg signed[7:0]ac;
input signed[3:0]m,q;
integer n;
reg q1;
reg[3:0]m1;
reg [1:0]temp;
always@(m,q)
begin
 ac=8'd0;
 q1=1'b0;
 m1=-m;
 for(n=0;n<4;n=n+1)
 begin
  temp={q[n],q1};
  case(temp)
  2'b10 : ac[7:4]=ac[7:4]+m1;
  2'b01 : ac[7:4]=ac[7:4]+m;
  endcase
  ac=ac>>1;
  ac[7]=ac[6];
  q1=q[n];
 end
end
endmodule
[./config.mk]
export PLATFORM = sky130hd
export DESIGN_NAME = boothmul
export DESIGN_NICKNAME = boothmul
export VERILOG_FILES = /design/flow/design.v
export SDC_FILE = /design/flow/constraint.sdc
export NUM_CORES = 4
export LEC_CHECK = 1
export CORE_AREA = 10 10 84 84
export DIE_AREA = 0 0 94 94
[./run.sh]
#!/bin/bash
# OpenROAD 26Q1-2900-gdf79404cd8, Yosys 0.63+post, stock flow scripts
make -C /OpenROAD-flow-scripts/flow DESIGN_CONFIG=/design/flow/config.mk WORK_HOME=/design/flow/orfs finish
==> Changelog: implementation <==
## Implementation

* Outcome: complete, no violations
* Seq share, synth at 0%
* RePlAce Congestion at 0.795
* Inst Count DP at 179
* Grt total ovfl at 0
* Post-CTS sizing at 0
* Startpoint Class: input port
* DP Wirelength at 1500 um
* Crit path max fanout at 8
* Most used logic cell in the final layout: clkdlybuf4s50_1
* CP Data Required Time at 7.28 ns
* Register area at 0 um2
* Setup total negative slack at 0 ns
* Slowest stage delay, CP at 0.58 ns
* Largest net degree at the start of global routing at 9
* Post-CTS setup buffers at 0
* Placed cell area at 997 um2
* Worst-margin pin slew at 0.470 ns
* Io pins at 16
* Yosys warns at 1
* Synth Instances at 93
* HP Class: in -> out
* Post-layout period usage at 95.3%
* Vias per inst at 3.61
* GRT Total Usage at 4.07%
* ANT nets after route at 0
* Critical path depth at 20
* Share of cells above drive strength 1 at 13.8%
* Yosys chip area at 749 um2
* Relative slew slack at 68.3%
* Vias in the first global route at 657
* # rows at 26
* Residual DRC at 0
* Ys cells at 93
* Top Layout Cells: clkdlybuf4s50_1, inv_1, ha_1
* Avg Inst Size Synth at 8.06 um2
* CORE AREA at 0.00520 mm2
* Number of clock buffers in the layout at 0
* Max-cap violations at 0
* I/O Buffers at 16
* WS Path Type: in -> out
* Unique cell types at 27
* First-pass GRT wire length at 3080 um
* CP delay by family, top: simple AND/OR/NAND/NOR gates
* Tool warning count at 32
* Final setup viols at 0
* Post-Layout Inst Area at 997 um2
* Hold Vio Cnt, Final at 0
* Die Ht at 94 um
* CP endpoint kind: primary output
* Fill cells at 607
* Hold depth at 4
* Layout area overhead at 33.1%
* Leak pwr at 0.454 nW
* First-pass detailed-route iteration total at 3
* Number of diodes at 0
* Unrepaired setup endpoints after global routing: no
* Vias at 646
* Final Instance Count excl. Fillers at 179
* Worst vdd ir at 67.1 uV
* Die ar. at 0.00884 mm2
* Power density over the cells at 124 mW/mm2
* Bufs and invs on worst path at 4
* Fmax at 0.115 GHz
* Slowest cell on the critical path: or4_1
* Final wirelength at 1720 um
* Seq_cells at 0
* FP Util at 14.4%
* DR iter-0 viols at 13
* Final Max Slew Viols at 0
* Die span in x at 94 um
* Shortest period the worst path allows at 8.67 ns
* WP data arrival at 6.85 ns
* Multi-input logic area at 682 um2
* Hold buffers post-CTS at 0
* Worst-path cell chain: clkdlybuf4s50_1, or4_1, nand3_1, inv_1, ha_1, a21oi_1, or4b_4, a32oi_4, inv_1, ha_1, a21oi_1, xnor3_1, nor2b_1, xnor2_1, ha_1, a21oi_1, xnor2_1, nor2_1, xor2_1, clkdlybuf4s50_1
* Wirelength per Cell at 9.60 um
* Post-Syn Area at 749 um2
* Initial antenna violation count at 0
routing by layer:
metal  vias up  global-route usage (%)  share of wire (%)
li1        351                       -                  -
met1       287                    5.88                 52
met2         8                    6.57                 44
met3         0                   0.646                3.8
met4         0                       0                  0
met5         -                       0                  0
stage by stage:
stage | setup WS [ns] | util [%] | hold WS [ns] | total power [mW]
finish | 0.426 | 19.2 | 4.77 | 0.123
global placement | 0.429 | 19.2 | 4.78 | 0.125
detailed placement | 0.427 | 19.2 | 4.78 | 0.125
global route | 0.0109 | 19.2 | 4.81 | 0.143
CTS | 0.412 | 19.2 | 4.79 | 0.127
floorplan | 1.53 | - | 3.67 | 0.0766
cell usage after synthesis:
cell	n	area [um2]
ha_1	12	150
inv_1	12	45.0
nor2_1	10	37.5
mux2_2	8	90.1
nand2_1	6	22.5
xnor2_1	6	52.6
xor2_1	6	52.6
a21oi_1	4	20.0
a21o_1	3	22.5
fa_1	3	60.1
o21ai_0	3	15.0
a31oi_1	2	12.5
and2_1	2	12.5
nand3_1	2	10.0
o31ai_1	2	15.0
a32oi_4	1	27.5
buf_4	1	7.51
buf_6	1	11.3
clkbuf_1	1	3.75
nor2b_1	1	6.26
nor3_1	1	5.00
o211a_2	1	10.0
or2_2	1	6.26
or4_1	1	7.51
or4b_1	1	10.0
or4b_4	1	13.8
xnor3_1	1	22.5
cells by family (layout without fill, tap and decap cells):
| logic type | count (synthesis) | count (layout) | share of synthesized area [%] |
|---|---|---|---|
| multiplexers | 8 | 8 | 12.0 |
| buffers and inverters | 15 | 31 | 9.01 |
| AND-OR/OR-AND | 16 | 16 | 16.4 |
| AND/OR/NAND/NOR | 26 | 26 | 17.5 |
| XOR/XNOR | 13 | 13 | 17.0 |
| adder cells (fa/ha/maj) | 15 | 15 | 28.0 |
power by group:
part | switching [mW] | internal [mW] | leakage (nW) | total, mW
clock | 0 | 0 | 0 | 0
sequential | 0 | 0 | 0 | 0
combinational | 0.0478 | 0.0755 | 0.454 | 0.123
cell type report:
cell class | count | share of cell area (%)
inverter | 12 | 4.52
multi-input combinational | 78 | 68.4
tap | 70 | 8.78
timing repair buffer | 19 | 18.3
final timing paths:
check	startpoint	slack, ns	to
setup / recovery	m[1]	0.43	ac[6]
hold / removal	q[0]	4.77	ac[1]
No activity file was given, so power comes from the tool's default toggle rates.
